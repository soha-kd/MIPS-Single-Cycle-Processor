===== /design/flow/config.mk =====
export PLATFORM = sky130hd
export DESIGN_NAME = Reg
export DESIGN_NICKNAME = Reg
export VERILOG_FILES = /design/flow/design.v
export SDC_FILE = /design/flow/constraint.sdc
export NUM_CORES = 4
export LEC_CHECK = 1
export CORE_UTILIZATION = 40

===== /design/flow/constraint.sdc =====
current_design Reg

set clk_period 11.4
set clk_io_pct 0.2

create_clock -name clk0 -period $clk_period [get_ports {clk}]

set non_clock_inputs [all_inputs -no_clocks]
set_input_delay [expr $clk_period * $clk_io_pct] -clock clk0 $non_clock_inputs
set_output_delay [expr $clk_period * $clk_io_pct] -clock clk0 [all_outputs]

===== /design/flow/design.v =====
module Reg(input clk,input rst,input Regwf,input [4:0]r1,input [4:0]r2,input [4:0]Regwadd,input [31:0]Regwdata,output [31:0]R1,output [31:0]R2);
  reg [31:0]register[31:0];
  initial begin
    register[29]=32'b00000000000000011000011010100000;
  end
  assign R1=register[r1];
  assign R2=register[r2];
  always@(posedge clk,posedge rst)begin
    register[0]=32'b00000000000000000000000000000000;
    if(rst==1)
      register[29]=32'b00000000000000011000011010100000;
    else begin
      if(Regwf==1)
        register[Regwadd]=Regwdata;
    end
  end
endmodule

===== /design/flow/run.sh =====
#!/bin/bash
# OpenROAD 26Q1-2900-gdf79404cd8, Yosys 0.63+post, stock flow scripts
make -C /OpenROAD-flow-scripts/flow DESIGN_CONFIG=/design/flow/config.mk WORK_HOME=/design/flow/orfs finish

==> metrics.yaml <==
status:
  status: "completed"
floorplanning:
  core_area_um2: 108000
  fp.dieW_um: 333
  die-area_um2: 111000
  io_pins: 114
  placementRows: 120
  dieHeight_um: 333
  initial_core_util_pct: 40.6
worst_hold_path:
  hp-class: "reg -> reg"
  hold_depth: 1
timing:
  slew_headroom_pct: 22.7
  fin_ws_ns: 2.27
  rsz0062_at_grt: "false"
  fmax_mhz: 109
  setup-tns-final_ns: 0
  period_needed_ns: 9.13
  finClkSkew_ns: 0
  worst_pin_slew_ns: 1.16
  period_used_pct: 80.1
  hold_violations: 0
  holdWs_ns: 0.548
  final_max_slew_viol_count: 0
  setup_viol_count_final: 0
logic_synthesis:
  yosysWarnings: 2
  ys_ff: 1024
  synth-area-yosys_um2: 43800
  async_flop_share_pct: 6.25
  edf_count: 960
  synthCells: 3195
  ys_seq_share_pct: 69.5
  ys.flop_type: "edfxtp_1"
  synth_area_um2: 43800
  yosys_cells: 3195
  synth.avg_cell_area_um2: 13.7
  synth_cell_type_count: 60
setup_path:
  cp_max_fo: 31
  worst-setup-path-type: "in -> out"
  worst_ep_required_time_ns: 9.12
  critPathCaptureType: "primary output"
  arrival_ns: 6.85
  r2r_cells: 1
  cp-start-kind: "input pin"
cells_and_area:
  area_growth_pct: 17.2
  largest_reg_flops: 1024
  final_layout_size_suffix_gt1_share_pct: 15.0
  fillerInstances: 9167
run:
  openroad.warnings: 26
  max_cap_violations: 0
clocking:
  postCtsSetupRepairBufs: 0
  cts_buffers: 105
  cts_root_buf: "clkbuf_16"
  postCtsHoldBufs: 0
  numClockSinks: 1024
  clk_latency_ns: 0.70
  post_cts_resized: 0
  htree_levels: 3
  tritoncts: "built"
  clkTransAtPathRegs_ns: 0.06
  clockBufferDepth: 3
place:
  numPortBuffers: 113
  place_congestion: 1.12
  dp_hpwl_um: 129000
  post-place-ws_ns: 2.75
power:
  power_mw: 8.28
  p_per_area_nw_per_um2: 161
  vdd_drop_max_mv: 0.120
  total_leakage_power_nw: 17.0
routing:
  drt-total-wl_um: 226000
  vias: 37010
  drtIter0Drc: 4908
  drc: 0
  wl_per_cell_um: 46.3
  ant_nets: 0
  dr.pass1.iters: 9
  vias_per_cell: 7.60
global_routing:
  grt_util_met1_pct: 42.7
  grt_max_degree: 37
  antenna_found_initial: 5
  grt_util_met3_pct: 43.7
  grt.overflow.total: 0
  global_route.usage.total_pct: 43.7
  met2_usage_pct: 54.5
  grt_pass1_vias: 38536
  grt_pass1_wl_um: 303000
  top_usage_layer: "met2"
## synthesized netlist by cell type, types with 43 or more instances
cell | count | area [µm²]
a21oi_1 | 96 | 480
a22oi_1 | 841 | 6310
buf_2 | 59 | 295
clkbuf_1 | 146 | 548
dfrtp_1 | 58 | 1450
edfxtp_1 | 960 | 28800
nand2_1 | 265 | 995
nand3_1 | 44 | 220
nand4_1 | 91 | 569
nor2_1 | 182 | 683
nor3_1 | 66 | 330
nor4_1 | 43 | 269
## layout by cell type (no fill, tap or decap), types with 20 or more instances in the layout
master	synthesis	routed
a221oi_1	22	22
a222oi_1	23	23
nand2_1	265	265
edfxtp_1	960	960
nand3_1	44	43
clkinv_2	0	22
and2_1	36	36
clkbuf_1	146	20
nand4_1	91	91
nor2_4	0	87
buf_4	2	193
clkbuf_16	0	106
dfrtp_1	58	58
a22o_1	24	24
a22oi_1	841	841
nor2_1	182	95
mux2_2	36	36
nor3_1	66	61
nor4_1	43	43
a21oi_1	96	96
clkdlybuf4s50_1	0	110
## worst max-delay path: stages
cell             delay [ns]
clkdlybuf4s50_1        0.40
buf_4                  0.26
nor2_1                 0.89
and3_2                 0.71
buf_4                  0.73
a22oi_1                0.22
nand3_1                0.12
nor3_1                 0.05
a21oi_1                0.54
clkdlybuf4s50_1        0.60
## power breakdown
group,internal [mW],switching (mW),total [mW]
Combinational,0.193,0.364,0.557
Clock,2.00,1.52,3.52
Sequential,4.16,0.0423,4.20
Total,6.35,1.93,8.28
## per-stage QoR
stage                     cell area (µm²)  std cells  util, %
final                               51300       4868     47.6
after global routing                51300       4864     47.6
after CTS                           51300       4864     47.6
after detailed placement            47800       4667     44.3
after global placement              47800       4667     44.3
after floorplan                     43800       3195        -
## cells by family (layout without fill, tap and decap cells)
family	after synthesis	after routing	synth area share (%)
muxes	50	50	1.25
DFF	1024	1024	69.5
other	0	4	0
AOI/OAI and AO/OA	1076	1076	18.2
and+or+nand+nor	799	799	8.70
buffers and inverters	246	512	2.33
## path summary, 6_finish.rpt
check | slack (ns) | startpoint | to
max in group asynchronous | 8.44 | rst | register[0][9]$_DFF_PP0_
setup reg to reg | 10.50 | register[29][25]$_DFFE_PP0P_ | register[29][25]$_DFFE_PP0P_
hold / removal | 0.55 | register[29][12]$_DFFE_PP0P_ | register[29][12]$_DFFE_PP0P_
hold reg to reg | 0.55 | register[29][12]$_DFFE_PP0P_ | register[29][12]$_DFFE_PP0P_
min in group asynchronous | 1.98 | rst | register[29][24]$_DFFE_PP0P_
setup / recovery | 2.27 | r2[0] | R2[5]
## area by class of cell
cell class / count / area [µm²] / share of cell area [%]
diodes: 4 / 10.0 / 0.0195
clock buffers: 142 / 2950 / 5.75
clock inverters: 55 / 547 / 1.07
inverters: 9 / 36.3 / 0.0707
multi-input cells: 1925 / 13000 / 25.3
flip-flops and latches: 1024 / 30400 / 59.3
well taps: 1403 / 1760 / 3.42
repair buffers: 306 / 2560 / 5.00
## per-layer routing
metal  part of all wire (%)  vias up
li1                       -    13455
met1                     28    17141
met2                     39     4806
met3                     24     1545
met4                    9.6       63
met5                   0.66        -
No activity file was given, so power comes from the tool's default toggle rates.
