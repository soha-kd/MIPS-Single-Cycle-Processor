$ cat flow/design.v
`timescale 1ns/1ns
module Adder(input [31:0]a, b, output [31:0] s, c);
	assign {c, s} = a + b;
endmodule
$ cat flow/run.sh
#!/bin/bash
# OpenROAD 26Q1-2900-gdf79404cd8, Yosys 0.63+post, stock flow scripts
make -C /OpenROAD-flow-scripts/flow DESIGN_CONFIG=/design/flow/config.mk WORK_HOME=/design/flow/orfs finish
$ cat flow/config.mk
export PLATFORM = sky130hd
export DESIGN_NAME = Adder
export DESIGN_NICKNAME = Adder
export VERILOG_FILES = /design/flow/design.v
export SDC_FILE = /design/flow/constraint.sdc
export NUM_CORES = 4
export LEC_CHECK = 1
export CORE_AREA = 10 10 95 95
export DIE_AREA = 0 0 105 105
$ cat flow/constraint.sdc
current_design Adder

set clk_period 15.7
set clk_io_pct 0.2

create_clock -name clk0 -period $clk_period

set non_clock_inputs [all_inputs -no_clocks]
set_input_delay [expr $clk_period * $clk_io_pct] -clock clk0 $non_clock_inputs
set_output_delay [expr $clk_period * $clk_io_pct] -clock clk0 [all_outputs]
==> results.ini <==
[status]
status=finished, final reports clean

[global_route]
grt_pass1_vias=2389
overflow=0
grt_pass1_wl_um=11470
grt_usage_pct=11.85
grt_max_degree=12
antenna_found_initial=0

[die]
die_y_um=105
die_area_um2=11030
row_count=30
initCoreUtil_pct=30.96
die-width_um=105
ios=128
core_um2=6907

[place]
io_buffers=97
place_inst=489
pre_cts_slack_ns=6.493
dp_hpwl_um=6438
gp_congestion=0.8524

[setup_path]
critPathRequiredTime_ns=12.56
worst_setup_path_start_kind=primary input
cp_max_fo=8
critPathArrivalTime_ns=6.03
crit_type=in -> out
end_kind=output port

[yosys]
synth_dominant_cell_count=a21oi_1
top_cell_area_share_pct=18.72
synth-area-yosys_um2=2138
area_leaders=ha_1 (19%), buf_4 (11%), a21oi_1 (8.9%), xnor2_1 (6.6%), a21o_1 (4.6%)
yosys-top-cells-count=a21oi_1 (38), ha_1 (32), buf_4 (31)
synth_cells=306
synth.distinct_cells=53
ys_seq_share_pct=0
syn_avg_cell_area_um2=6.988
yosysTopAreaCell=ha_1
ys_cells=306
syn_area_um2=2138
yosysWarnings=0

[min_path]
hold_path_depth=3
hold_end=s[0]
hold_path.class=in -> out
hp-start=b[0]

[route]
ant_nets=0
first_pass_iters=4
met2_length_um=3307
vias_per_cell=4.935
wire_per_inst_um=14.63
antenna_cells=0
drc_errors=0
finalWirelength_um=7153
drtIter0Drc=121
top_layer_used=met3
vias=2413
wl_met1_um=3566
dr_wl_met3_um=279

[clock_tree]
postCtsHoldBufs=0
post_cts_buffers=0
cts_resized=0

[timing]
tightest_slew_ns=0.5501
max_slew_margin_pct=63.33
fmax_mhz=109.1
rsz0062_at_grt=false
layout_min_cycle_time_ns=9.170
setup_slack_ns=6.530
slew_viol_final=0
finalSetupViolations=0
final_hold_viol_count=0
fin_setup_tns_ns=0
finalCritPeriodShare_pct=58.40

[finish]
layout.cells.non_filler=489
seq_area_um2=0
seq_cells=0
synthToLayoutAreaGrowth_pct=43.36
clockBufferCount=0
drive_above_1_share_pct=2.799

[power]
vdd_drop_max_v=0.00001680
leakage_nw=1.316
power_density_nw_per_um2=43.59

[run]
cap_viol_max_count=0
warnings=32

==> cell type report <==
type               instances  area (um2)
fillers                  750        3841
multi-input cells        288        1944
repair buffers            97       970.9
well taps                 96       120.1
inverters                  8       30.03
==> metrics by stage <==
stage / power [mW] / hold slack [ns] / instance area, um2 / utilization, %
finish: 0.1336 / 7.307 / 3065 / 44.38
floorplan: 0.07105 / 6.352 / 2251 / -
global placement: 0.1355 / 7.323 / 3065 / 44.38
detailed placement: 0.1353 / 7.309 / 3065 / 44.38
CTS: 0.1359 / 7.319 / 3065 / 44.38
global route: 0.1482 / 7.349 / 3065 / 44.38
==> cells in the final DEF (no fill, tap or decap), types with 2 or more instances in the layout <==
master,netlist,routed
a211oi_1,8,8
a21o_1,13,13
a21oi_1,38,38
a31o_2,2,2
a31oi_1,4,4
a41oi_1,2,2
and2_1,2,2
and3_1,5,5
and4_1,2,2
clkdlybuf4s50_1,0,97
conb_1,1,31
ha_1,32,32
inv_1,8,8
mux2i_1,2,2
nand2_1,21,21
nand2b_1,2,2
nand3_1,14,14
nand4_1,2,2
nor2_1,19,19
nor3_1,6,6
nor4_1,2,2
o211ai_1,5,5
o21a_1,5,5
o21ai_0,13,13
o21bai_1,3,3
o31a_2,2,2
o31ai_1,3,3
or2_2,3,3
xnor2_1,16,16
xor2_1,11,11
==> worst max-delay path by stage <==
stage                 cells past startpoint  startpoint  endpoint  slack, ns
final                                     9       a[19]     s[25]       6.53
after CTS                                 9       a[19]     s[25]       6.48
after global routing                      9       a[26]     s[31]       6.31
==> power breakdown <==
part           total (mW)  internal [mW]  switching [mW]
registers               0              0               0
logic               0.134         0.0782          0.0554
clock network           0              0               0
total               0.134         0.0782          0.0554
==> critical path, stage by stage <==
cell and delay, ns:
clkdlybuf4s50_1 0.42, ha_1 0.40, a21o_1 0.23, or2_0 0.24, or3_1 0.37, o32ai_2 0.42
o31ai_1 0.13, xnor2_1 0.19, clkdlybuf4s50_1 0.50
==> cells by family (layout without fill, tap and decap cells) <==
family | Yosys count | in the layout | share of synthesized area (%)
xor gates and xnor gates | 27 | 27 | 11.06
buffers and inverters | 48 | 105 | 14.34
adders and majority gates | 33 | 33 | 19.66
muxes | 2 | 2 | 0.9363
other | 1 | 31 | 0.1754
and+or+nand+nor | 84 | 84 | 19.37
AOI/OAI and AO/OA | 111 | 111 | 34.47
==> routing by layer <==
layer	global-route usage [%]	vias to the layer above
met5	0	-
met4	0	0
met3	1.118	0
met2	19.80	82
met1	17.03	1067
li1	-	1264
Power figures rest on the tool's default switching activity, not on a simulated workload.
