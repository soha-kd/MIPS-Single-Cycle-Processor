==> /design/flow/design.v <==
module ALU(input [31:0]a,input [31:0]b,input [2:0]ctrl,output reg zero,output reg [31:0]ALUres);
  always@(a,b,ctrl)begin
    if(ctrl==3'b000)
      ALUres=a+b;
    else if(ctrl==3'b001)
      ALUres=a-b;
    else if(ctrl==3'b010)
      ALUres=a&b;
    else if(ctrl==3'b011)
      ALUres=a|b;
    else begin
      if(a<b)
        ALUres=32'b00000000000000000000000000000001;
      else
        ALUres=32'b00000000000000000000000000000000;
    end
    if(ALUres==32'b00000000000000000000000000000000)
      zero=1;
    else
      zero=0;
  end
endmodule
==> /design/flow/run.sh <==
#!/bin/bash
# OpenROAD 26Q1-2900-gdf79404cd8, Yosys 0.63+post, stock flow scripts
make -C /OpenROAD-flow-scripts/flow DESIGN_CONFIG=/design/flow/config.mk WORK_HOME=/design/flow/orfs finish
==> /design/flow/config.mk <==
export PLATFORM = sky130hd
export DESIGN_NAME = ALU
export DESIGN_NICKNAME = ALU
export VERILOG_FILES = /design/flow/design.v
export SDC_FILE = /design/flow/constraint.sdc
export NUM_CORES = 4
export LEC_CHECK = 1
export CORE_UTILIZATION = 50
==> /design/flow/constraint.sdc <==
current_design ALU

set clk_period 18.5
set clk_io_pct 0.2

create_clock -name clk0 -period $clk_period

set non_clock_inputs [all_inputs -no_clocks]
set_input_delay [expr $clk_period * $clk_io_pct] -clock clk0 $non_clock_inputs
set_output_delay [expr $clk_period * $clk_io_pct] -clock clk0 [all_outputs]
==> impl_metrics.tcl <==
# yosys + openroad results
set metrics [dict create \
    grtUsageTotal 0.323 \
    post-route-min-period_ns 12.70 \
    fillCellCount 987 \
    floorplan.core_area_um2 10300 \
    vias 6251 \
    final_report_setup_violation_count 0 \
    cap_violations 0 \
    core.rowCount 37 \
    critPathLaunchType "primary input" \
    rsz0062_at_grt "false" \
    count_of_cell_types_in_the_netlist 78 \
    drt_wl_total_um 17900 \
    post_dr_wirelength_cell_um 17.8 \
    hp-start "ctrl[0]" \
    grt_remaining_overflow 0 \
    type_of_element_capturing_the_critical_path "primary output" \
    layout-drive-gt1-share 0.0404 \
    regArea_um2 0 \
    dieArea_um2 11000 \
    synthesized_cell_area_um2 5280 \
    cellLeakagePower_nw 2.77 \
    dp_worst_setup_slack_ns 5.94 \
    common_cells "100 x sky130_fd_sc_hd__a21oi_1, 99 x sky130_fd_sc_hd__inv_1, 96 x sky130_fd_sc_hd__ha_1" \
    setup_tns_ns 0 \
    antenna_found_initial 0 \
    vias_in_the_first_global_route 5648 \
    finalHoldViolations 0 \
    mean_post_synth_cell_area_um2 6.53 \
    cpMaxStageDelayCell "sky130_fd_sc_hd__nor4_1" \
    cell_chain_critical_path "clkdlybuf4s50_1 > inv_1 > ha_1 > inv_1 > fa_1 > nor2b_1 > o211ai_1 > a21oi_2 > o31ai_4 > a21oi_1 > or3b_1 > a41o_1 > a311o_1 > nor4_1 > nand4b_1 > nor4_2 > clkdlybuf4s50_1" \
    worst_ep_arrival_time_ns 9.00 \
    p_per_area_nw_per_um2 31.3 \
    syn-instance-count 808 \
    floorplan.die.width_um 105 \
    syn2layout_area_growth_pct 19.0 \
    worst_hold_path_type "in2out" \
    grt_pass1_wl_um 28700 \
    tightestPinTransition_ns 1.08 \
    synthMostInstantiatedCell "sky130_fd_sc_hd__a21oi_1" \
    post_cts_buffers 0 \
    max_clock_freq_mhz 78.7 \
    n_clock_buffer 0 \
    antenna_cells 0 \
    postLayoutSetupSlackWorst_ns 5.80 \
    antenna_violating_nets_post_route 0 \
    dp_hpwl_um 14100 \
    netlist.area_leader.share 0.228 \
    netlist.top_cell.by_area "sky130_fd_sc_hd__ha_1" \
    path_max_fanout 5 \
    worstPathRequired_ns 14.80 \
    criticalPathCategory "in2out" \
    warnings 97 \
    die.size.y_um 105 \
    worst_setup_path_startpoint "a[0]" \
    ir_drop_uv 23.8 \
    synth.yosys.warnings 1 \
    slowest_delay_ns 0.59 \
    maximum_number_of_pins_on_one_net_before_global_route_repair 62 \
    max-slew-margin-rel 0.268 \
    first_iter_violations 418 \
    vias_per_cell 6.23 \
    cts-resized-gates 0 \
    fp_util 0.513 \
    drc 0 \
    layout_sequential_cell_count 0 \
    ctsHoldBuffers 0 \
    synth_sequential_area_ratio 0 \
    globalplace.congestion 0.985 \
    yosys-stat-cells 808 \
    fin_crit_sh 0.687 \
    run_status "completed" \
    synth-area-yosys_um2 5280 \
    place.port_buffers 100 \
    io_pins 100 \
    detailedRoute.firstPassIterationCount 7 \
    synth.top_cells.by_area "sky130_fd_sc_hd__ha_1 23%, sky130_fd_sc_hd__a21oi_1 9.5%, sky130_fd_sc_hd__inv_1 7.0%" \
    timing.final.max_slew_violations 0 \
]
==> where the power goes <==
| group | leakage [nW] | internal (mW) | switching [mW] | total, mW |
|---|---|---|---|---|
| clock network | 0 | 0 | 0 | 0 |
| registers | 0 | 0 | 0 | 0 |
| logic | 2.77 | 0.0847 | 0.112 | 0.197 |
| total | 2.77 | 0.0847 | 0.112 | 0.197 |
==> metal layers <==
layer	global-route usage	part of all wire	vias to the layer above
met2	0.506	0.44	344
met5	0	0	-
met3	0.0318	0.090	52
met1	0.470	0.44	2813
li1	-	-	3042
met4	0.0926	0.031	0
==> through the flow <==
step,utilization,power [mW],hold slack [ns],std cells,area [um^2]
2_1_floorplan,-,0.124,7.67,808,5280
3_3_place_gp,0.611,0.192,8.63,1003,6280
3_5_place_dp,0.611,0.192,8.62,1003,6280
4_1_cts,0.611,0.193,8.62,1003,6280
5_1_grt,0.611,0.214,8.69,1003,6280
6_report,0.611,0.197,8.63,1003,6280
==> cell usage in the layout (no fill, tap or decap), types with 8 or more instances in the layout <==
cell / n
sky130_fd_sc_hd__nor2_1: 63
sky130_fd_sc_hd__nor2b_1: 11
sky130_fd_sc_hd__ha_1: 96
sky130_fd_sc_hd__a21o_1: 10
sky130_fd_sc_hd__o31ai_1: 8
sky130_fd_sc_hd__o21ai_0: 32
sky130_fd_sc_hd__xnor2_1: 18
sky130_fd_sc_hd__nand2_1: 61
sky130_fd_sc_hd__o22ai_1: 8
sky130_fd_sc_hd__nand3_1: 19
sky130_fd_sc_hd__o211ai_1: 11
sky130_fd_sc_hd__nor3_1: 20
sky130_fd_sc_hd__nor4_1: 12
sky130_fd_sc_hd__inv_1: 99
sky130_fd_sc_hd__clkdlybuf4s50_1: 99
sky130_fd_sc_hd__a211oi_1: 12
sky130_fd_sc_hd__nand4_1: 8
sky130_fd_sc_hd__o21a_1: 12
sky130_fd_sc_hd__a21oi_1: 100
==> critical path: cells and delay by family <==
kind | cells | cell delay, ns
simple gates | 5 | 1.72
fa+ha+maj | 2 | 0.55
compound gates | 6 | 1.94
buf+inv | 4 | 1.09
==> layout make-up <==
| type | count | area [um^2] | share of cell area |
|---|---|---|---|
| inverter | 106 | 398 | 0.0634 |
| tap | 136 | 170 | 0.0271 |
| multi-input combinational | 655 | 4670 | 0.744 |
| timing repair buffer | 106 | 1040 | 0.166 |
==> final timing paths <==
path,endpoint,slack [ns],cells after the start
worst max-delay path,zero,5.80,17
worst min-delay path,ALUres[7],8.63,7
==> cells by family after synthesis <==
kind of cell,Yosys count,share of synthesized area
AOI/OAI and AO/OA,290,0.374
and+or+nand+nor,241,0.229
buffers and inverters,153,0.115
adders and majority gates,98,0.235
xor gates and xnor gates,20,0.0332
muxes,6,0.0140
No activity file was given, so power comes from the tool's default toggle rates.
